==> ./design.v <==
module reg_11 (input logic    Clk, Reset, Shift_In, Load, Shift_En,
               input logic [10:0] D,
               output logic    Shift_Out,
               output logic [10:0] Data_Out);
always_ff @ (posedge Clk or posedge Load or posedge Reset)
begin
	if (Reset)
		Data_Out <= 11'h0;
	else if (Load)
		Data_Out <= D;
	else if (Shift_En)
		Data_Out <= {Shift_In,Data_Out[10:1]};
end
assign Shift_Out = Data_Out[0];
endmodule
module Dreg ( input Clk, Load, Reset, D,
				  output logic Q );
always @ (posedge Clk or posedge Reset ) 
begin 
	Q = Q;
	if (Reset) 
		Q = 1'b0;
	else if (Load) 
		Q = D;
end
endmodule
module keyboard(input logic Clk, psClk, psData, Reset,
					 output logic [7:0] keycode,
					 output logic press);
	logic Q1, Q2, en, enable, shiftoutA, shiftoutB, Press;
	logic [4:0] Count; 
	logic [10:0] DO_A, DO_B;
	logic [7:0] Data;
	logic [9:0] counter;
	always@(posedge Clk or posedge Reset)
	begin
		if(Reset)
		begin
			counter = 10'b0000000000;
			enable = 1'b1;
		end
		else if (counter == 10'b0111111111)
		begin
			counter = 10'b0000000000;
			enable = 1'b1;
		end
		else 
		begin
			counter += 1'b1;
			enable = 1'b0;
		end
	end
	always@(posedge Clk)
	begin
		if(enable==1)
		begin
			if((Reset)|| (Count==5'b01011))    
				Count <= 5'b00000;
		else if(Q1==0 && Q2==1)
			begin  			
				Count += 1'b1;
				en = 1'b1;
			end
		end
	end     
	always@(posedge Clk)
	begin
		if( Count == 5'b01011)
		begin
			if(DO_A[9:2] == DO_B[9:2])	
			begin
				Data =DO_A[9:2];
				Press = 1'b1;
			end
			else if(DO_B[9:2]== 8'b00001111 || DO_A[9:2]== 8'b00001111)  
				Press = 1'b0;
			else if(DO_B[9:2]== 8'b11110000|| DO_A[9:2]== 8'b11110000)  
				Press = 1'b0;
			else if(DO_A[9:2] != DO_B[9:2])   
			begin
				Data = DO_B[9:2];
				Press = 1'b1;
			end
		end
	end
	Dreg Dreg_instance1 ( .*,
								 .Load(enable),
								 .Reset(Reset), 
								 .D(psClk),
								 .Q(Q1) );
   Dreg Dreg_instance2 ( .*,
								 .Load(enable),
								 .Reset(Reset), 
								 .D(Q1),
								 .Q(Q2) );
	reg_11 reg_B(
					.Clk(psClk),
					.Reset(Reset), 
					.Shift_In(psData), 
					.Load(1'b0), 
					.Shift_En(en),
					.D(11'd0),
					.Shift_Out(shiftoutB),
					.Data_Out(DO_B)
					);
	reg_11 reg_A(
					.Clk(psClk),
					.Reset(Reset), 
					.Shift_In(shiftoutB), 
					.Load(1'b0), 
					.Shift_En(en),
					.D(11'd0),
					.Shift_Out(shiftoutA),
					.Data_Out(DO_A)
					);
	assign keycode=Data;
	assign press=Press;
endmodule 
==> ./run.sh <==
#!/bin/bash
# OpenROAD 26Q1-2900-gdf79404cd8, Yosys 0.63+post, stock flow scripts
make -C /OpenROAD-flow-scripts/flow DESIGN_CONFIG=/design/flow/config.mk WORK_HOME=/design/flow/orfs finish
==> ./config.mk <==
export PLATFORM = sky130hd
export DESIGN_NAME = keyboard
export DESIGN_NICKNAME = keyboard
export VERILOG_FILES = /design/flow/design.v
export SDC_FILE = /design/flow/constraint.sdc
export NUM_CORES = 4
export LEC_CHECK = 1
export CORE_UTILIZATION = 40
==> ./constraint.sdc <==
current_design keyboard

set clk_period 4.2
set clk_io_pct 0.2

create_clock -name clk0 -period $clk_period [get_ports {Clk}]
create_clock -name clk1 -period $clk_period [get_ports {psClk}]

set non_clock_inputs [all_inputs -no_clocks]
set_input_delay [expr $clk_period * $clk_io_pct] -clock clk0 $non_clock_inputs
set_output_delay [expr $clk_period * $clk_io_pct] -clock clk0 [all_outputs]
==> results_slide.txt <==
Physical Implementation Snapshot

Logic synthesis
  – Mapped Area: 1770 um^2
  – Yosys stat area: 1770 um^2
  – Cell area leaders: dfrtp_1, edfxtp_1, xor2_1, nor2_1, nand4_1
  – Mapped Cells: 128
  – Register area share after synthesis: 0.704
  – Synthesized registers: 47
  – Top area contributor share: 0.452
  – Yosys warning count: 4
  – Unique cell types: 26
  – Yosys cell count: 128
  – Syn Area/Cell: 13.8 um^2
  – Post-synth top area cell: dfrtp_1

Detailed routing
  – Drt first pass iters: 4
  – Drt drc: 0
  – WL final: 2430 um
  – Antenna Violating Nets Remaining: 0
  – 1st-iter DRT viols: 79
  – Via count: 961
  – WL/cell: 12.6 um
  – Ant diodes: 0
  – Via density: 4.98

Place
  – HPWL after DPL: 1630 um
  – RePlAce Congestion: 0.730
  – # port buffers: 11
  – Place WS: 1.74 ns

Critical path
  – Setup crit start kind: clock port
  – CP max FO: 2
  – Worst setup endpoint: Dreg_instance1.Q$_DFFE_PP0P_
  – Reg2reg path depth: 4
  – Setup slack, reg-to-reg: 2.26 ns
  – Critical R2R Capture: Data[7]$_DFFE_PP_
  – WP data arrival: 2.57 ns
  – Setup CP Type: clk2reg
  – Reg2reg start: reg_B.Data_Out[2]$_DFF_PP0_
  – Crit path DRT: 4.36 ns
  – Critical path origin: psClk
  – Crit end category: flip-flop

Die
  – I/O Pins: 13
  – Die height: 68.6 um
  – Die area: 4700 um^2
  – Die width: 68.6 um
  – Initial Util: 0.431
  – Core Area: 4120 um^2
  – Rows: 23

GRT
  – GRT Total Usage: 0.133
  – Overflow after GRT: 0
  – Initial antenna violation count: 0
  – First-pass GRT wire length: 4280 um
  – Largest net degree at the start of global routing: 34
  – Vias in the first global route: 973

Cells and area
  – Share of cells above drive strength 1: 0.147
  – Area growth syn-to-layout: 16.6%

Final timing
  – Final worst slack: 1.78 ns
  – RSZ-0062 raised after global routing: no
  – Hold Fails Final Rpt: 0
  – Final setup fails: 0
  – Worst Tran Pin Value: 0.441 ns
  – Final Max Tran Viols: 0
  – Setup skew after layout: 0.00564 ns
  – Worst-case headroom to the max-slew limit: 0.704
  – Setup TNS: 0 ns

Clock tree
  – CTS clock-pin slew for the worst setup and hold paths: 0.08 ns
  – Post-cts resize count: 0
  – Hold_buf cts: 0
  – Post-CTS setup buffer count: 0
  – CTS tree: done

Run status
  – Outcome: complete, no violations

Run
  – Count of tool warnings: 27
  – Max-cap viol count: 0

Power
  – LEAKAGE: 0.837 nW
  – P per Cell Area: 426 nW/um^2
  – Worst VDD drop: 0.239 mV

Min path
  – Worst Hold Class: clk2reg
[where the power goes]
part           internal [mW]  switching (mW)  leakage [nW]
sequential             0.485          0.0139         0.526
clock                  0.215           0.147        0.0799
combinational        0.00774          0.0102         0.230
total                  0.708           0.171         0.837
[state kept, by name, summed over array words and instances (netlist names)]
| name | flops |
|---|---|
| reg_B.Data_Out | 11 |
| counter | 10 |
| reg_A.Data_Out | 9 |
| Data | 8 |
| Count | 5 |
| Dreg_instance1.Q | 1 |
| Dreg_instance2.Q | 1 |
| Press | 1 |
| enable | 1 |
[Yosys cell counts]
cell type,instances
ha_1,2
o21a_1,1
mux2_2,2
nor2_1,13
or4_1,5
inv_1,2
nand3_1,3
and3_1,1
and2_4,1
nor2b_1,2
xnor2_1,4
and3_4,1
nor3b_2,1
edfxtp_1,14
or4_4,1
clkbuf_1,8
nand2_1,7
dfstp_2,1
or2_2,1
a21boi_2,1
o21ai_0,1
nand4_1,7
nor4_1,2
nor3_1,1
xor2_1,14
dfrtp_1,32
[how the worst min path moves through the flow]
| stage | cells past startpoint | slack, ns | start | end |
|---|---|---|---|---|
| after CTS | 3 | 0.08 | psClk | Dreg_instance1.Q$_DFFE_PP0P_ |
| after global routing | 3 | 0.08 | psClk | Dreg_instance1.Q$_DFFE_PP0P_ |
| final | 3 | 0.09 | psClk | Dreg_instance1.Q$_DFFE_PP0P_ |
[through the flow]
step	cells	area (um^2)	util	power [mW]	hold WS [ns]
6_report	193	2070	0.502	0.879	0.0876
5_1_grt	193	2070	0.502	0.920	0.0834
4_1_cts	193	2070	0.502	0.895	0.0839
3_5_place_dp	182	1920	0.467	0.531	0.152
3_3_place_gp	182	1920	0.467	0.530	0.152
2_1_floorplan	128	1770	-	0.524	0.152
[kinds of logic (layout without fill, tap and decap cells)]
| group | count (synthesis) | in the layout | share of synthesized area |
|---|---|---|---|
| flip-flops | 47 | 47 | 0.704 |
| AND/OR/NAND/NOR | 46 | 46 | 0.145 |
| XOR/XNOR | 18 | 18 | 0.0890 |
| buffers and inverters | 10 | 25 | 0.0212 |
| AND-OR/OR-AND | 3 | 3 | 0.0134 |
| adder cells (fa/ha/maj) | 2 | 2 | 0.0141 |
| multiplexers | 2 | 2 | 0.0127 |
[area by class of cell]
type	count	area, um^2
clock buffer	10	138
clock inverter	1	6.26
sequential	47	1250
inverter	2	7.51
multi-input combinational	71	487
timing repair buffer	12	118
tap	50	62.6
fill	348	2050
[worst max-delay path: stages]
cell	delay, ns
clkbuf_8	0.11
clkbuf_8	0.11
mux2_2	0.25
[cell usage in the layout (no fill, tap or decap), types with 3 or more instances in the layout]
cell             Yosys  layout
xor2_1              14      14
clkbuf_8             0      10
nand4_1              7       7
xnor2_1              4       4
clkdlybuf4s50_1      0      11
dfrtp_1             32      32
nand3_1              3       3
nand2_1              7       7
edfxtp_1            14      14
nor2_1              13      13
or4_1                5       5
[routing by layer]
metal / GRT usage / up-vias / routed length, um
li1: - / 466 / -
met1: 0.204 / 468 / 1200
met2: 0.183 / 22 / 1040
met3: 0.0567 / 5 / 138
met4: 0.0365 / 0 / 45
met5: 0 / - / 0
Power and IR drop assume default switching activity.
